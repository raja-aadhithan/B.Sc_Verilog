==> ./design.v <==
module ALU(a,b,o,p);
  input [3:0]a;
  input [3:0]b;
  input [1:0]o;
  output reg [7:0]p;
  always @ ( a, b, o)
    begin
      case(o)
        2'b00:
        begin
          p = a + b;
        end
        2'b01:
           p = a * b;
        2'b10:
           p = a % b;
        2'b11:
        	p = a & b;
      endcase
    end
endmodule
==> ./run.sh <==
#!/bin/bash
# OpenROAD 26Q1-2900-gdf79404cd8, Yosys 0.63+post, stock flow scripts
make -C /OpenROAD-flow-scripts/flow DESIGN_CONFIG=/design/flow/config.mk WORK_HOME=/design/flow/orfs finish
==> ./config.mk <==
export PLATFORM = sky130hd
export DESIGN_NAME = ALU
export DESIGN_NICKNAME = ALU
export VERILOG_FILES = /design/flow/design.v
export SDC_FILE = /design/flow/constraint.sdc
export NUM_CORES = 4
export LEC_CHECK = 1
export CORE_AREA = 10 10 89 89
export DIE_AREA = 0 0 99 99
==> ./constraint.sdc <==
current_design ALU

set clk_period 9.4
set clk_io_pct 0.2

create_clock -name clk0 -period $clk_period

set non_clock_inputs [all_inputs -no_clocks]
set_input_delay [expr $clk_period * $clk_io_pct] -clock clk0 $non_clock_inputs
set_output_delay [expr $clk_period * $clk_io_pct] -clock clk0 [all_outputs]
==> node_exporter_impl.prom <==
# HELP chip_impl_metric Physical implementation figures
# TYPE chip_impl_metric gauge
chip_impl_metric{name="p_leak",unit="nW"} 2.09
chip_impl_metric{name="drt_wl_total",unit="um"} 8990
chip_impl_metric{name="insertedDiodeCount",unit=""} 0
chip_impl_metric{name="buf_inv_on_cp",unit=""} 7
chip_impl_metric{name="ys_cells",unit=""} 317
chip_impl_metric{name="maxSlewViolCount",unit=""} 0
chip_impl_metric{name="cellInternalPower",unit="mW"} 0.509
chip_impl_metric{name="crit_arrival",unit="ns"} 11.06
chip_impl_metric{name="post_synth_instance_area",unit="sq um"} 2430
chip_impl_metric{name="flops",unit=""} 0
chip_impl_metric{name="finalWorstPathRequiredPeriod",unit="ns"} 12.94
chip_impl_metric{name="post_route_cells_drive_above_1_share",unit=""} 0.529
chip_impl_metric{name="power.share.switching",unit=""} 0.436
chip_impl_metric{name="top_level_ports",unit=""} 18
chip_impl_metric{name="p_comb_frac",unit=""} 1.000
chip_impl_info{name="violations",value="negative setup slack"} 1
chip_impl_metric{name="worst_path_largest_cell_delay",unit="ns"} 0.39
chip_impl_metric{name="fraction_of_the_yosys_area_taken_by_sequential_cells",unit=""} 0
chip_impl_metric{name="number_of_detailed_routing_iterations_run_before_antenna_repair",unit=""} 4
chip_impl_metric{name="cts.hold.buffers_added",unit=""} 0
chip_impl_metric{name="place.gp.congestion",unit=""} 0.962
chip_impl_info{name="critPathKind",value="primary input to output pin"} 1
chip_impl_metric{name="yosys.cell_types.count",unit=""} 67
chip_impl_metric{name="drv.max_cap_violation_count",unit=""} 0
chip_impl_metric{name="postLayoutCoreUtil",unit=""} 0.720
chip_impl_metric{name="avgSynthCellArea",unit="sq um"} 7.67
chip_impl_metric{name="total_drc_errors_in_the_routed_layout",unit=""} 0
chip_impl_info{name="crit_path_frequent_cell",value="o21a_1"} 1
chip_impl_info{name="setup.worst_path.start_class",value="primary input"} 1
chip_impl_info{name="outcome",value="finished, violations left"} 1
chip_impl_metric{name="setup_violations",unit=""} 8
chip_impl_metric{name="finalPower",unit="mW"} 0.903
chip_impl_metric{name="fin_tns_setup",unit="ns"} -27.70
chip_impl_metric{name="timing.max_slew.rel_slack",unit=""} 0.626
chip_impl_metric{name="power.share.sequential",unit=""} 0
chip_impl_info{name="min-delay-path-class",value="primary input to output pin"} 1
chip_impl_metric{name="grt-ovfl-total",unit=""} 0
chip_impl_metric{name="synth_warnings",unit=""} 1
chip_impl_metric{name="whs",unit="ns"} 4.50
chip_impl_metric{name="drt.antenna.violating_nets",unit=""} 0
chip_impl_metric{name="globalRouteMet3Util",unit=""} 0.0240
chip_impl_metric{name="routed_len_inst",unit="um"} 15.9
chip_impl_info{name="top_usage_layer",value="met2"} 1
chip_impl_info{name="endpoint_kind",value="output pin"} 1
chip_impl_metric{name="worstPathMaxFanout",unit=""} 4
chip_impl_metric{name="grt.total_usage",unit=""} 0.167
chip_impl_metric{name="fp-utilization",unit=""} 0.406
chip_impl_metric{name="hold_violations",unit=""} 0
chip_impl_metric{name="floorplan.die_area",unit="sq um"} 9800
chip_impl_info{name="timing.critical_path.slowest_stage_cell",value="or3_4"} 1
chip_impl_metric{name="instance_count_of_the_mapped_netlist",unit=""} 317
chip_impl_info{name="layout_top_cell_excl_fill_tap",value="buf_4"} 1
chip_impl_metric{name="dr.first_iter.drc_count",unit=""} 154
chip_impl_metric{name="grt_pass1_vias",unit=""} 3011
chip_impl_metric{name="grt_pass1_wl",unit="um"} 14100
chip_impl_metric{name="fp.dieH",unit="um"} 99
chip_impl_metric{name="final_cell_area",unit="sq um"} 4310
chip_impl_metric{name="pin_count_of_the_biggest_net_entering_global_routing",unit=""} 17
chip_impl_info{name="layout.cells.most_common_list",value="buf_4 (152), ha_1 (32), inv_1 (20)"} 1
chip_impl_metric{name="yosys.stat.chipArea",unit="sq um"} 2430
chip_impl_metric{name="clock_power_share",unit=""} 0
chip_impl_metric{name="tightest_slew",unit="ns"} 0.545
chip_impl_metric{name="finalCritPeriodShare",unit=""} 1.38
chip_impl_metric{name="vias",unit=""} 3091
chip_impl_metric{name="clockBufferCount",unit=""} 0
chip_impl_metric{name="setup_ws",unit="ns"} -3.54
chip_impl_metric{name="maxClockFrequency",unit="MHz"} 77.3
chip_impl_info{name="rsz0062_at_grt",value="yes"} 1
chip_impl_metric{name="floorplan.core_area",unit="sq um"} 5990
chip_impl_metric{name="global_route.usage.met2",unit=""} 0.263
chip_impl_metric{name="crit_required",unit="ns"} 7.52
chip_impl_metric{name="floorplan.die.width",unit="um"} 99
chip_impl_metric{name="power-per-cell-area",unit="nW/um^2"} 209
chip_impl_metric{name="netSwitchingPower",unit="mW"} 0.394
chip_impl_metric{name="gr-usage-met1",unit=""} 0.239
chip_impl_metric{name="area.growth.synth_to_final",unit="%"} 77.3
chip_impl_metric{name="detailed_place_hpwl",unit="um"} 6330
chip_impl_metric{name="placed_area",unit="sq um"} 3710
chip_impl_metric{name="num_rows",unit=""} 28
chip_impl_metric{name="openroad.warnings",unit=""} 40
chip_impl_metric{name="number_of_antenna_violations_at_the_first_check_in_global_routing",unit=""} 0
chip_impl_metric{name="ff_latch_area",unit="sq um"} 0
chip_impl_metric{name="port-buffer-count",unit=""} 18
chip_impl_metric{name="vdd.ir_drop.worst",unit="uV"} 400
chip_impl_metric{name="routed_via_density",unit=""} 5.47
chip_impl_info{name="timing.critical_path.max_delay_family",value="AND-OR/OR-AND gates"} 1
==> cells by family (layout without fill, tap and decap cells) <==
logic type	count (synthesis)	after routing	synth area share
other cells	1	3	0.00154
simple gates	105	105	0.247
fa+ha+maj	51	51	0.281
compound gates	109	109	0.329
mux	9	9	0.0391
buf+inv	29	200	0.0550
xor+xnor	13	13	0.0468
==> cells in the mapped netlist, types with 3 or more instances <==
master | instances | area, sq um
nand2b_1 | 6 | 37.5
ha_1 | 45 | 563
a311oi_1 | 3 | 26.3
xor2_1 | 7 | 61.3
o31ai_1 | 4 | 30.0
a21oi_1 | 20 | 100
fa_1 | 6 | 120
or3_1 | 8 | 50.1
nor2b_1 | 10 | 62.6
and3b_1 | 3 | 26.3
xnor2_1 | 6 | 52.6
nand2_1 | 13 | 48.8
mux2_2 | 4 | 45.0
a21o_2 | 3 | 26.3
a21o_1 | 4 | 30.0
nor2_1 | 24 | 90.1
nand3_1 | 7 | 35.0
nor3_1 | 10 | 50.1
a211oi_1 | 7 | 52.6
mux2i_1 | 5 | 50.1
o22ai_1 | 3 | 18.8
o21a_1 | 11 | 82.6
inv_1 | 23 | 86.3
o21ai_0 | 19 | 95.1
or2_2 | 3 | 18.8
a31oi_1 | 4 | 25.0
o211ai_1 | 5 | 37.5
==> metal layers <==
layer  vias to the layer above  part of all wire
li1                       1558                 -
met1                      1404              0.49
met2                       111              0.43
met3                        18             0.068
met4                         0             0.019
met5                         -                 0
==> power groups by stage <==
stage,clock network (mW),registers [mW],logic [mW]
4_1_cts,0,0,0.791
5_1_grt,0,0,0.958
6_report,0,0,0.903
==> worst min-delay path: cells and delay by family <==
family	cells	cell delay, ns
simple gates	1	0.07
fa+ha+maj	1	0.22
compound gates	1	0.13
buf+inv	3	0.32
==> worst paths after layout <==
| check | from | cells after the start | endpoint | slack [ns] |
|---|---|---|---|---|
| setup / recovery | b[1] | 47 | p[0] | -3.54 |
| hold / removal | b[1] | 6 | p[1] | 4.50 |
==> area by class of cell <==
type	instances	area (sq um)
inverter	23	92.6
timing repair buffer	177	1360
fill	384	1680
multi-input combinational	290	2760
tap	75	93.8
==> what timing repair did <==
action,CTS,global route
resized,72,19
endpoints found under the setup margin,8,8
pin swaps,53,21
setup buffers,47,9
==> per-stage QoR <==
stage	instances	worst slack, ns
after floorplan	319	-3.30
after global placement	514	-4.32
after detailed placement	514	-4.46
after CTS	560	-3.52
after global routing	565	-3.85
final	565	-3.54
No activity file was given, so power comes from the tool's default toggle rates.
